===== design/flow/run.sh =====
#!/bin/bash
# OpenROAD 26Q1-2900-gdf79404cd8, Yosys 0.63+post, stock flow scripts
make -C /OpenROAD-flow-scripts/flow DESIGN_CONFIG=/design/flow/config.mk WORK_HOME=/design/flow/orfs finish

===== design/flow/config.mk =====
export PLATFORM = sky130hd
export DESIGN_NAME = top
export DESIGN_NICKNAME = top
export VERILOG_FILES = /design/flow/design.v
export SDC_FILE = /design/flow/constraint.sdc
export NUM_CORES = 4
export LEC_CHECK = 1
export CORE_UTILIZATION = 40

===== design/flow/constraint.sdc =====
current_design top

set clk_period 9.7
set clk_io_pct 0.2

create_clock -name clk0 -period $clk_period [get_ports {i_clk}]

set non_clock_inputs [all_inputs -no_clocks]
set_input_delay [expr $clk_period * $clk_io_pct] -clock clk0 $non_clock_inputs
set_output_delay [expr $clk_period * $clk_io_pct] -clock clk0 [all_outputs]

===== design/flow/design.v =====
`default_nettype none  
module alu #(
    parameter NB_DATA = 8,  
    parameter NB_OP = 6    
) (
    input wire [NB_DATA-1:0] i_a, i_b,
    input wire [NB_OP-1:0] i_op,
    output reg [NB_DATA-1:0] o_result,
    output reg o_zero, o_overflow
);
    localparam OP_ADD = 6'b100000;  
    localparam OP_SUB = 6'b100010;  
    localparam OP_AND = 6'b100100;  
    localparam OP_OR  = 6'b100101;  
    localparam OP_XOR = 6'b100110;  
    localparam OP_NOR = 6'b100111;  
    localparam OP_SRA = 6'b000011;  
    localparam OP_SRL = 6'b000010;  
    always @(*) begin
        o_result = {NB_DATA{1'b0}};
        o_zero = 1'b0;
        o_overflow = 1'b0;
        case (i_op)
            OP_ADD: begin
                {o_overflow, o_result} = {1'b0, i_a} + {1'b0, i_b};  
            end
            OP_SUB: begin
                {o_overflow, o_result} = {1'b0, i_a} - {1'b0, i_b};  
            end
            OP_AND: begin
                o_result = i_a & i_b;
            end
            OP_OR: begin
                o_result = i_a | i_b;
            end
            OP_XOR: begin
                o_result = i_a ^ i_b;
            end
            OP_NOR: begin
                o_result = ~(i_a | i_b);
            end
            OP_SRA: begin
                o_result = {i_a[NB_DATA-1], i_a[NB_DATA-1:1]};  
            end
            OP_SRL: begin
                o_result = {1'b0, i_a[NB_DATA-1:1]};  
            end
            default: begin
            end
        endcase
        if (o_result == {NB_DATA{1'b0}}) begin
            o_zero = 1'b1;
        end
    end
endmodule
`default_nettype wire
`default_nettype none
module base_reg #(
    parameter NB_DATA = 8  
) (
    input wire i_clk, i_rst, i_en,
    input wire [NB_DATA-1:0] i_data,
    output reg [NB_DATA-1:0] o_data
);
    always @(posedge i_clk) begin
        if (i_rst) begin
            o_data <= {NB_DATA{1'b0}};
        end else if (i_en) begin
            o_data <= i_data;
        end
    end
endmodule
`default_nettype wire
`default_nettype none
module bcd_to_7seg (
    input wire [3:0] i_bcd,
    input wire i_enable,         
    output reg [6:0] o_seg       
);
    always @(*) begin
        if (!i_enable) begin
            o_seg = 7'b1111111;  
        end else begin
            case (i_bcd)
                4'h0: o_seg = 7'b1000000;  
                4'h1: o_seg = 7'b1111001;  
                4'h2: o_seg = 7'b0100100;  
                4'h3: o_seg = 7'b0110000;  
                4'h4: o_seg = 7'b0011001;  
                4'h5: o_seg = 7'b0010010;  
                4'h6: o_seg = 7'b0000010;  
                4'h7: o_seg = 7'b1111000;  
                4'h8: o_seg = 7'b0000000;  
                4'h9: o_seg = 7'b0010000;  
                default: o_seg = 7'b1111111;  
            endcase
        end
    end
endmodule
`default_nettype wire
`default_nettype none
module bin_to_bcd #(
    parameter NB_DATA = 8,   
    parameter NB_BCD = 12    
) (
    input wire [NB_DATA-1:0] i_bin,
    input wire i_sign,                       
    output reg [NB_BCD-1:0] o_bcd,
    output reg o_negative                    
);
    integer i;
    reg [NB_DATA+NB_BCD-1:0] temp;
    reg [NB_DATA-1:0] abs_bin;
    always @(*) begin
        if (i_sign && i_bin[NB_DATA-1]) begin
            o_negative = 1'b1;
            abs_bin = ~i_bin + 1'b1;   
        end else begin
            o_negative = 1'b0;
            abs_bin = i_bin;
        end
        temp = {{NB_BCD{1'b0}}, abs_bin};
        for (i = 0; i < NB_DATA; i = i + 1) begin
            if (temp[NB_DATA+3:NB_DATA] >= 5)
                temp[NB_DATA+3:NB_DATA] = temp[NB_DATA+3:NB_DATA] + 3;
            if (temp[NB_DATA+7:NB_DATA+4] >= 5)
                temp[NB_DATA+7:NB_DATA+4] = temp[NB_DATA+7:NB_DATA+4] + 3;
            if (temp[NB_DATA+11:NB_DATA+8] >= 5)
                temp[NB_DATA+11:NB_DATA+8] = temp[NB_DATA+11:NB_DATA+8] + 3;
            temp = temp << 1;
        end
        o_bcd = temp[NB_DATA+NB_BCD-1:NB_DATA];
    end
endmodule
`default_nettype wire
`default_nettype none
module display_mux #(
    parameter NB_DISPLAYS = 4,   
    parameter COUNTER_BITS = 17  
) (
    input wire i_clk,
    input wire i_rst,
    input wire [6:0] i_seg0, i_seg1, i_seg2, i_seg3,   
    output reg [6:0] o_seg,                             
    output reg [NB_DISPLAYS-1:0] o_an                   
);
    reg [COUNTER_BITS-1:0] counter;
    wire [1:0] display_select;
    assign display_select = counter[COUNTER_BITS-1:COUNTER_BITS-2];
    always @(posedge i_clk or posedge i_rst) begin
        if (i_rst) begin
            counter <= 0;
        end else begin
            counter <= counter + 1;
        end
    end
    always @(*) begin
        case (display_select)
            2'b00: begin
                o_seg = i_seg0;
                o_an = 4'b1110;   
            end
            2'b01: begin
                o_seg = i_seg1;
                o_an = 4'b1101;   
            end
            2'b10: begin
                o_seg = i_seg2;
                o_an = 4'b1011;   
            end
            2'b11: begin
                o_seg = i_seg3;
                o_an = 4'b0111;   
            end
            default: begin
                o_seg = 7'b1111111;
                o_an = 4'b1111;
            end
        endcase
    end
endmodule
`default_nettype wire
`default_nettype none
module top #(
    parameter NB_DATA = 8,  
    parameter NB_OP = 6     
) (
    input wire i_clk, i_rst, i_en_A, i_en_B, i_en_OP,
    input wire [NB_DATA-1:0] i_data,  
    output wire [NB_DATA-1:0] o_result,
    output wire o_zero, o_overflow,
    output wire [6:0] o_seg,         
    output wire [3:0] o_an           
);
    wire [NB_DATA-1:0] reg_a_out, reg_b_out;
    wire [NB_OP-1:0] reg_op_out;
    wire [11:0] bcd_result;      
    wire negative_result;        
    wire [6:0] seg0, seg1, seg2, seg3;   
    wire is_arithmetic_op;       
    assign is_arithmetic_op = (reg_op_out == 6'b100000) || (reg_op_out == 6'b100010);  
    base_reg #(
        .NB_DATA(NB_DATA)  
    ) u_reg_a (
        .i_clk(i_clk),
        .i_rst(i_rst),
        .i_en(i_en_A),
        .i_data(i_data),  
        .o_data(reg_a_out)  
    );
    base_reg #(
        .NB_DATA(NB_DATA)  
    ) u_reg_b (
        .i_clk(i_clk),
        .i_rst(i_rst),
        .i_en(i_en_B),
        .i_data(i_data),  
        .o_data(reg_b_out)  
    );
    base_reg #(
        .NB_DATA(NB_OP)  
    ) u_reg_op (
        .i_clk(i_clk),
        .i_rst(i_rst),
        .i_en(i_en_OP),
        .i_data(i_data[NB_OP-1:0]),  
        .o_data(reg_op_out)  
    );
    alu #(
        .NB_DATA(NB_DATA),  
        .NB_OP(NB_OP)       
    ) u_alu (
        .i_a(reg_a_out),     
        .i_b(reg_b_out),     
        .i_op(reg_op_out),   
        .o_result(o_result),
        .o_zero(o_zero),
        .o_overflow(o_overflow)
    );
    bin_to_bcd #(
        .NB_DATA(NB_DATA),
        .NB_BCD(12)
    ) u_bin_to_bcd (
        .i_bin(o_result),
        .i_sign(is_arithmetic_op),   
        .o_bcd(bcd_result),
        .o_negative(negative_result)
    );
    bcd_to_7seg u_bcd_to_7seg_0 (   
        .i_bcd(bcd_result[3:0]),
        .i_enable(1'b1),
        .o_seg(seg0)
    );
    bcd_to_7seg u_bcd_to_7seg_1 (   
        .i_bcd(bcd_result[7:4]),
        .i_enable(|bcd_result[11:4]),   
        .o_seg(seg1)
    );
    bcd_to_7seg u_bcd_to_7seg_2 (   
        .i_bcd(bcd_result[11:8]),
        .i_enable(|bcd_result[11:8]),  
        .o_seg(seg2)
    );
    assign seg3 = negative_result ? 7'b0111111 : 7'b1111111;  
    display_mux #(
        .NB_DISPLAYS(4),
        .COUNTER_BITS(17)
    ) u_display_mux (
        .i_clk(i_clk),
        .i_rst(i_rst),
        .i_seg0(seg0),   
        .i_seg1(seg1),   
        .i_seg2(seg2),   
        .i_seg3(seg3),   
        .o_seg(o_seg),
        .o_an(o_an)
    );
endmodule
`default_nettype wire

==> qor.yml <==
min_path:
  min_path_cells: 1
  min_path_type: "reg -> reg"
flow_run:
  drv_cap: 0
  warnings: 53
status:
  status: "complete, no violations"
yosys:
  top_cells_by_count: "nor2_1 (59), inv_1 (54), ha_1 (47), nand2_1 (43), nand3_1 (35)"
  top_area_share_pct: 12.01
  synth_area_per_cell_sq_um: 7.972
  synth.distinct_cells: 98
  ys_seq_share_pct: 17.69
  async_reset_ff_share_pct: 43.59
  area_leaders: "ha_1 (12%), dfxtp_1 (9.0%), dfrtp_1 (8.7%)"
  ys_area_sq_um: 4895
  synth_warnings: 6
  edf_count: 0
  ys_cells: 614
  post-synth-top-count-cell: "nor2_1"
  largest_area_cell: "ha_1"
  ys_ff: 39
  flop_cell: "dfxtp_1"
  syn_inst: 614
  synth_area_sq_um: 4895
critical_path:
  cp-start-kind: "flip-flop"
  worst_setup_path_end_kind: "primary output"
  r2r_start: "u_display_mux.counter[2]$_DFF_PP0_"
  crit_top_cell: "ha_4"
  slowest_delay_ps: 420
  timing.rr.end: "u_display_mux.counter[16]$_DFF_PP0_"
  crit_fanout: 5
  slowest_stage: "a2111o_1"
  crit_arrival_ps: 7710
  ff2ff_path_depth: 7
  crit_start: "u_reg_a.o_data[0]$_SDFFE_PP0P_"
  setup.worst_path.end: "o_seg[0]"
  reg2reg_slack_ps: 7970
  crit_required_ps: 7760
  path_class: "reg -> out"
final_layout:
  nFillCells: 977
  design_area_sq_um: 7204
  regArea_sq_um: 879.6
  area_delta_synth_final_pct: 47.19
  drive_gt1_share_pct: 36.94
  final_cell_count_no_fill: 924
  combGateArea_sq_um: 4303
final_timing:
  min_period_ps: 9652
  max_freq_mhz: 103.6
  drv_slew: 0
  setup_viol_count_final: 0
  hold_violations: 0
  worst_pin_slew_ps: 825.3
  fin_skew_ps: 0.8192
  min_period_over_period_pct: 99.50
  slew_headroom_pct: 44.81
  whs_ps: 460.9
  rsz0062_at_grt: "true"
placed_design:
  io_buffer_count: 33
  dp.cells: 883
  place_area_sq_um: 6115
  routabilityCongestion: 0.9550
  hpwlAfterDp_um: 10160
detailed_routing:
  antennaDiodeCount: 0
  wirelength_um: 13670
  vias: 5101
  drc_errors: 0
  first_iter_violations: 260
  ant_nets: 0
  wire_per_inst_um: 14.80
  dr.pass1.iters: 5
  routed_via_density: 5.521
cts:
  cts.path.max_buffers: 2
  cts_tree: "built"
  cts_sinks: 39
  insertion_delay_ps: 280
  cts-root-buf: "clkbuf_16"
  cts_buffers: 5
  cts.clk_slew.worst_paths_ps: 60
  h-tree-depth: 2
grt:
  grt.overflow.total: 0
  antenna_found_initial: 0
  met3_usage_pct: 1.321
  gr-usage-met1_pct: 33.14
  grt_max_degree: 24
  busiest_layer: "met2"
  met2_usage_pct: 35.10
  grt_pass1_vias: 4825
  grt_pass1_wl_um: 22670
  grt_usage_pct: 21.66
pwr:
  leakage_uw: 0.003084
  ir_drop_v: 0.0001626
  power.density_nw_per_um2: 165.3
floorplanning:
  io_pins: 34
  die_h_um: 112.6
  core_area_sq_um: 11960
  fp_util_pct: 40.92
  dieWidth_um: 112.6
  placementRows: 40
  dieArea_sq_um: 12680
sequential cells by signal, indices dropped and copies added, names as in the netlist:
| register | cells |
|---|---|
| u_display_mux.counter | 17 |
| u_reg_op.o_data | 6 |
| u_reg_b.o_data | 8 |
| u_reg_a.o_data | 8 |
worst max-delay path: cells and delay by family, from the launching register on:
kind	cells	cell delay, ps
AOI/OAI and AO/OA	12	2650
xor gates and xnor gates	2	400
adders and majority gates	7	1440
buffers and inverters	7	670
DFF	1	360
muxes	2	510
and+or+nand+nor	11	1390
per-stage QoR:
stage | utilization, % | setup TNS [ps] | total power [uW] | setup slack, ps
finish | 60.23 | 0 | 1191 | 48.44
global route | 60.23 | -1179 | 1276 | -278.3
CTS | 56.37 | 0 | 1101 | 39.69
detailed placement | 51.12 | -1565 | 817.4 | -293.2
global placement | 51.12 | -868.0 | 819.0 | -218.8
floorplan | - | 0 | 542.3 | 5.218
worst min path at each step:
stage                                              start                                 end  slack [ps]
after CTS             u_display_mux.counter[6]$_DFF_PP0_  u_display_mux.counter[6]$_DFF_PP0_         470
after global routing  u_display_mux.counter[6]$_DFF_PP0_  u_display_mux.counter[6]$_DFF_PP0_         480
final                 u_display_mux.counter[6]$_DFF_PP0_  u_display_mux.counter[6]$_DFF_PP0_         460
cell type report:
class / count / area share [%]
clock inverter: 2 / 0.8336
clock buffer: 6 / 1.789
timing repair buffer: 177 / 19.64
tap: 147 / 2.553
inverter: 58 / 3.248
multi-input combinational: 495 / 59.73
sequential: 39 / 12.21
power by group:
part           switching [uW]  internal, uW
combinational             373           436
sequential               5.96           167
clock                    61.7           147
timing repair:
item                                    4_1_cts  5_1_grt
pin swaps                                    54       59
buffers inserted                             21       15
hold buffers                                  0        0
gates resized                                82       81
endpoints found under the setup margin        7        7
placed cells by master, fill, tap and decap left out, drive strengths merged, types with 22 or more instances in the layout:
cell,count
a21oi,24
buf,144
clkdlybuf4s50,26
dfxtp,22
ha,47
inv,56
mux2i,34
nand2,43
nand3,35
nor2,60
o21ai,26
xnor2,31
layer usage:
layer  share of wire (%)  vias up
li1                    -     2574
met1                  49     2386
met2                  45      125
met3                 4.3       16
met4                 1.5        0
met5                   0        -
kinds of logic (layout without fill, tap and decap cells):
kind of cell,Yosys count,in the layout,synth area share [%]
AND-OR/OR-AND,153,153,24.80
AND/OR/NAND/NOR,223,223,23.29
multiplexers,37,37,7.720
XOR/XNOR,33,33,6.595
adder cells (fa/ha/maj),49,49,12.83
flip-flops,39,39,17.69
buffers and inverters,80,243,7.081
Power figures rest on the tool's default switching activity, not on a simulated workload.
